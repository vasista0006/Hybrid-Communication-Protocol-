[config.mk]
export PLATFORM = sky130hd
export DESIGN_NAME = receiver
export DESIGN_NICKNAME = receiver
export VERILOG_FILES = /design/flow/design.v
export SDC_FILE = /design/flow/constraint.sdc
export NUM_CORES = 4
export LEC_CHECK = 1
export CORE_AREA = 10 10 90 90
export DIE_AREA = 0 0 100 100
[constraint.sdc]
current_design receiver

set clk_period 3.6
set clk_io_pct 0.2

create_clock -name clk0 -period $clk_period [get_ports {clk}]

set non_clock_inputs [all_inputs -no_clocks]
set_input_delay [expr $clk_period * $clk_io_pct] -clock clk0 $non_clock_inputs
set_output_delay [expr $clk_period * $clk_io_pct] -clock clk0 [all_outputs]
[design.v]
`timescale 1ns / 1ps
module receiver(
    input clk,
    input [7:0] sbda,
    input receiving,  
    output reg [7:0] data,  
    output reg data_valid  
);
    parameter Start_frame = 8'b01111110;
    parameter Stop_frame = 8'b11111110;
    reg [2:0] bit_count;  
    reg [7:0] temp_data;  
    reg [7:0] processed_data;  
    reg receiving_data;  
    reg [2:0] one_count;  
    initial begin
        data <= 8'b0;
        data_valid <= 0;
        bit_count <= 0;
        temp_data <= 8'b0;
        processed_data <= 8'b0;
        receiving_data <= 0;
        one_count <= 0;
    end
    always @(posedge clk) begin
        if (receiving) begin
            if (!receiving_data) begin
                if (sbda == Start_frame) begin
                    receiving_data <= 1;
                    bit_count <= 0;
                    temp_data <= 8'b0;
                    processed_data <= 8'b0;
                    one_count <= 0;
                end
            end else begin
                temp_data <= sbda;
                for (integer i = 0; i < 8; i = i + 1) begin
                    if (temp_data[i] == 1)
                        one_count <= one_count + 1;
                    else
                        one_count <= 0;
                    if (one_count == 5) begin
                        i = i + 1;
                        one_count <= 0;
                    end else begin
                        processed_data <= {processed_data[6:0], temp_data[i]};
                    end
                end
                if (temp_data == Stop_frame) begin
                    data <= processed_data;
                    data_valid <= 1;
                    receiving_data <= 0;
                    bit_count <= 0;
                    one_count <= 0;
                end
            end
        end else begin
            receiving_data <= 0;
            bit_count <= 0;
            one_count <= 0;
            temp_data <= 8'b0;
            processed_data <= 8'b0;
            data_valid <= 0;
        end
    end
endmodule
[run.sh]
#!/bin/bash
# OpenROAD 26Q1-2900-gdf79404cd8, Yosys 0.63+post, stock flow scripts
make -C /OpenROAD-flow-scripts/flow DESIGN_CONFIG=/design/flow/config.mk WORK_HOME=/design/flow/orfs finish
==> reports/metrics.csv <==
metric;value;unit
setup TNS;0;ps
Setup Viol. Count Final;0;
remaining global-route overflow;0;
hpwl dp;1310;um
post-synth cell types;22;
Worst-path clk slew;60;ps
syn_area_per_cell;13.3;sq um
RSZ-0062 raised after global routing;no;
Worst EP required;3790;ps
TritonRoute pass-1 iters;4;
Root Driver;clkbuf_8;
reg2reg end;data[1];
core area;0.00628;sq mm
Pins Over Slew Limit;0;
Chip Width;100;um
routability cong.;0.732;
Post-CTS Hold Buffers;0;
leakage power;0.471;nW
most numerous logic cell after layout;dfxtp_1;
max_cap viols;0;
die area;0.0100;sq mm
proportion of layout cells with a drive suffix above 1;11.0;%
R2R Path Start;temp_data[6];
crit path kind;in2reg;
fp_density;16.1;%
NetSw;0.126;mW
Cells after Synth;76;
largest net degree at the start of global routing;13;
P_int;0.477;mW
wire per inst;9.97;um
Top Ports;19;
reg2reg setup slack;1910;ps
Post-Syn Area;0.00101;sq mm
vias in the first global route;670;
global-route wire length before repair;3190;um
CP delay by family, top;AND-OR/OR-AND gates;
remaining antenna violation count after routing;0;
TritonCTS clock tree;built;
final period utilization;61.7;%
tool warnings;26;
initial antenna violation count;0;
Hold/Removal Path Class;reg2reg;
Insertion Delay late pin;280;ps
Synth warnings;1;
Worst Max-Slew Pin Slew;470;ps
final core occ;21.8;%
sequential power share;55.3;%
Clk pwr share;41.6;%
CTS Buffer Depth;2;
via count of the routed design;670;
power per cell area;442;mW/mm^2
switching share of power;20.9;%
total clock sinks;29;
cells resized by post-CTS repair;0;
Post-CTS Setup Repair Bufs;0;
Vias/cell;3.79;
number of diodes;0;
CP peak stage delay;530;ps
Hold Fails Final Rpt;0;
CTS H-tree lvls;2;
Critical Path End Type;flop;
Max Clock Freq;450;MHz
Layout Skew;2.83;ps
Peak VDD IR;181;uV
Logic pwr share;3.1;%
DRC Markers;0;
Synth Seq Share;65.2;%
CP Launch Point;receiving;
Final min period;2220;ps
register bit total from synthesis;29;
critical path cell sequence;clkdlybuf4s50_1, and2_1, a21boi_4, nand3b_1, o311ai_1;
synthesis-to-finish area growth;34.8;%
CP arrival;2410;ps
Startpoint Class;input port;
PortBufs;18;
stages on the worst setup path;5;
yosys stat chip area;0.00101;sq mm
GRT Util Overall;3.78;%
Worst Reg2Reg Path Length in Cells;4;
top logic cells by instance count in the layout;dfxtp_1, clkdlybuf4s50_1, a22o_1;
Die Ht;100;um
crit path buf inv count;1;
Rows;29;
status;complete, no violations;
Slew HR;68.6;%
yosys cell count;76;
Critical Path Fanout Max;11;
slowest stage cell, crit path;clkdlybuf4s50_1;
critical path endpoint;one_count[2];
Total Wirelength;1760;um
initial DRC count;43;
TritonCTS buffer count;5;
layer usage:
metal	vias to the layer above	GRT usage, %	routed length, um
met1	300	5.55	930
met5	-	0	0
met4	0	0.870	48
met3	7	2.15	191
met2	26	4.63	593
li1	337	-	-
synthesized netlist by cell type:
library cell | instances | area share [%]
a21boi_4 | 1 | 1.9
a22o_1 | 16 | 14
a31o_4 | 1 | 1.7
and2_1 | 2 | 1.2
and3_1 | 1 | 0.62
buf_2 | 2 | 0.99
dfxtp_1 | 21 | 41
edfxtp_1 | 8 | 24
ha_1 | 2 | 2.5
inv_1 | 2 | 0.74
nand2_1 | 5 | 1.9
nand3b_1 | 1 | 0.74
nand4_1 | 3 | 1.9
nor2_1 | 1 | 0.37
nor2b_1 | 1 | 0.62
nor3_1 | 1 | 0.49
nor4_1 | 1 | 0.62
o21a_1 | 1 | 0.74
o21ai_0 | 3 | 1.5
o311ai_1 | 1 | 0.86
o41a_1 | 1 | 1.1
or2_2 | 1 | 0.62
stage by stage:
step	setup WS [ps]	cells	total power, mW	cell area [sq um]	hold slack [ps]
global route	1270	177	0.632	1370	465
global placement	1090	169	0.359	1280	433
finish	1380	177	0.603	1370	445
detailed placement	1070	169	0.360	1280	425
floorplan	1910	76	0.347	1010	409
CTS	1380	177	0.615	1370	444
power by group through the flow:
stage | sequential [mW] | combinational (mW) | clock [mW]
CTS | 0.334 | 0.0187 | 0.263
global route | 0.333 | 0.0200 | 0.279
finish | 0.334 | 0.0186 | 0.251
worst reg2reg max path, stage by stage (launching register included):
cell and delay, ps:
dfxtp_1 340, nand4_1 100, nor3_1 310, and3_1 240, and2_1 360
final cells by class:
class	instances	area [sq um]
Clock buffer	5	68.8
Clock inverter	3	17.5
Fill cell	667	4910
Inverter	2	7.51
Multi-Input combinational cell	43	335
Sequential cell	29	661
Tap cell	77	96.3
Timing Repair Buffer	18	180
flip-flops by register name, indices dropped and copies added, names as in the netlist:
register,count
one_count,3
data,8
receiving_data,1
data_valid,1
temp_data,8
processed_data,8
cells by family (layout without fill, tap and decap cells):
logic type,after synthesis,after routing,share of synthesized area (%)
AND-OR/OR-AND,24,24,21.6
adder cells (fa/ha/maj),2,2,2.47
buffers and inverters,4,28,1.73
flip-flops,29,29,65.2
AND/OR/NAND/NOR,17,17,9.01
how the worst min path moves through the flow:
stage,startpoint,endpoint,slack [ps],cells after the start
after CTS,processed_data[7],data[7],440,0
after global routing,processed_data[7],data[7],460,0
final,processed_data[7],data[7],440,0
Power and IR drop assume default switching activity.
